File: ./run.sh
#!/bin/bash
# OpenROAD 26Q1-2900-gdf79404cd8, Yosys 0.63+post, stock flow scripts
make -C /OpenROAD-flow-scripts/flow DESIGN_CONFIG=/design/flow/config.mk WORK_HOME=/design/flow/orfs finish
File: ./config.mk
export PLATFORM = sky130hd
export DESIGN_NAME = lab1_spart
export DESIGN_NICKNAME = lab1_spart
export VERILOG_FILES = /design/flow/design.v
export SDC_FILE = /design/flow/constraint.sdc
export NUM_CORES = 4
export LEC_CHECK = 1
export CORE_UTILIZATION = 30
File: ./constraint.sdc
current_design lab1_spart

set clk_period 4.0
set clk_io_pct 0.2

create_clock -name clk0 -period $clk_period [get_ports {CLOCK_50}]

set non_clock_inputs [all_inputs -no_clocks]
set_input_delay [expr $clk_period * $clk_io_pct] -clock clk0 $non_clock_inputs
set_output_delay [expr $clk_period * $clk_io_pct] -clock clk0 [all_outputs]
File: ./design.v
module UART(clk,rst_n,RX,TX,rx_rdy,clr_rx_rdy,rx_data,trmt,tx_data,tx_done, baud_goal);
	input clk,rst_n;			 
	input RX,trmt;
	input [13 :0] baud_goal;				 
	input clr_rx_rdy;			 
	input [7:0] tx_data;		 
	output TX,rx_rdy,tx_done;	 
	output [7:0] rx_data;		 
	UART_tx iTX(.clk(clk), .rst_n(rst_n), .TX(TX), .trmt(trmt),
			.tx_data(tx_data), .tx_done(tx_done), .baud_goal(baud_goal));
	UART_rx iRX(.clk(clk), .rst_n(rst_n), .RX(RX), .rdy(rx_rdy),
				.clr_rdy(clr_rx_rdy), .rx_data(rx_data), .baud_goal(baud_goal));
endmodule
module UART_rx(
	input clk, rst_n,		 
	input RX,
	input [13 : 0] baud_goal,				 
	input clr_rdy,			 
	output [7:0]rx_data,	 
	output logic rdy		 
);
	logic start;				 
	logic receiving;			 
	logic set_rdy;				 
	logic shift;				 
	logic [8:0]rx_shft_reg;		 
	logic [11:0]baud_cnt;		 
	logic [3:0]bit_cnt;			 
	logic RX_sync;				 
	logic RX_FF1;				 
	typedef enum logic {IDLE, RECE} state_t;
	state_t state, nxt_state;
	always_ff @(posedge clk, negedge rst_n)
		if(!rst_n) begin
			RX_FF1 <= 1'b1;
			RX_sync <= 1'b1;
		end
		else begin
			RX_FF1 <= RX;
			RX_sync <= RX_FF1;
		end
	always_ff @(posedge clk)
		if(shift)
			rx_shft_reg <= {RX_sync, rx_shft_reg[8:1]};		 
	assign rx_data = rx_shft_reg[7:0];		 
	always_ff @(posedge clk)
		if(start)
			baud_cnt <= baud_goal >> 1;		 
		else if(shift)
			baud_cnt <= baud_goal;		 
		else if(receiving)
			baud_cnt <= baud_cnt - 1;		 
	assign shift = (baud_cnt == 12'h000);		 
	always_ff @(posedge clk)
		if(start)
			bit_cnt <= 4'h0;		 
		else if(shift)
			bit_cnt <= bit_cnt + 1;		 
	always_ff @(posedge clk, negedge rst_n)
		if(!rst_n)
			state <= IDLE;
		else
			state <= nxt_state;
	always_comb begin
		nxt_state = state;
		start = 1'b0;
		receiving = 1'b0;
		set_rdy = 1'b0;
		case(state)
			RECE: begin
				receiving = 1'b1;
				if(bit_cnt == 4'd10) begin		 
					set_rdy = 1'b1;
					nxt_state = IDLE;
				end
			end
			default:			 
				if(RX_sync == 1'b0) begin			 
					start = 1'b1;
					nxt_state = RECE;
				end
		endcase
	end
	always_ff @(posedge clk, negedge rst_n)
		if(!rst_n)
			rdy <= 1'b0;
		else if(start | clr_rdy)
			rdy <= 1'b0;
		else if(set_rdy)
			rdy <= 1'b1;
endmodule
module UART_tx(
	input clk, rst_n,		 
	input trmt,	
	input [13:0] baud_goal,			 
	input [7:0]tx_data,		 
	output TX,				 
	output logic tx_done	 
);
	logic init;					 
	logic transmitting;			 
	logic set_done;				 
	logic shift;				 
	logic [8:0]tx_shft_reg;		 
	logic [11:0]baud_cnt;		 
	logic [3:0]bit_cnt;			 
	typedef enum logic {IDLE, TRAN} state_t;
	state_t state, nxt_state;
	always_ff @(posedge clk, negedge rst_n)
		if(!rst_n)
			tx_shft_reg <= 9'h1FF;		 
		else
			if(init)
				tx_shft_reg <= {tx_data, 1'b0};		 
			else if(shift)
				tx_shft_reg <= {1'b1, tx_shft_reg[8:1]};		 
	assign TX = tx_shft_reg[0];		 
	always_ff @(posedge clk)
		if(init|shift)
			baud_cnt <= 12'h000;		 
		else if(transmitting)
			baud_cnt <= baud_cnt + 1;		 
	assign shift = (baud_cnt == baud_goal);		 
	always_ff @(posedge clk)
		if(init)
			bit_cnt <= 4'h0;		 
		else if(shift)
			bit_cnt <= bit_cnt + 1;		 
	always_ff @(posedge clk, negedge rst_n)
		if(!rst_n)
			state <= IDLE;
		else
			state <= nxt_state;
	always_comb begin
		nxt_state = state;
		init = 1'b0;
		transmitting = 1'b0;
		set_done = 1'b0;
		case(state)
			TRAN: begin
				transmitting = 1'b1;
				if(bit_cnt == 4'd10) begin		 
					set_done = 1'b1;
					nxt_state = IDLE;
				end
			end
			default:			 
				if(trmt) begin			 
					init = 1'b1;
					nxt_state = TRAN;
				end
		endcase
	end
	always_ff @(posedge clk, negedge rst_n)
		if(!rst_n)
			tx_done <= 1'b0;
		else if(init)
			tx_done <= 1'b0;
		else if(set_done)
			tx_done <= 1'b1;
endmodule
module driver(
    input clk,
    input rst,
    output iocs,
    output iorw,
    input rda,
    input tbr,
    output [1:0] ioaddr,
    inout [7:0] databus
    );
	logic start, finish;
	logic trmt;
	logic rx_rdy;
	logic [8:0] databus_driver;
	logic rst_n;
	logic iorw_reg;
	assign iorw = iorw_reg;
	logic clr_rx_rdy;
	assign rst_n = ~rst;
    typedef enum logic[1:0] {IDLE, TRANS, DONE} state_t;
	state_t state, nxt_state;
	always_ff @(posedge clk, negedge rst_n) begin
	if(!rst_n)
		state<=IDLE;
	else
		state<= nxt_state;
    end
	assign ioaddr =	trmt ? 2'b00 : 
	finish ? 2'b10 : 2'b11;
	always_ff @(posedge clk, negedge rst_n) begin
		if(!rst_n)
			databus_driver <= 8'b0000_0000;
		else if(finish == 1'b1)
			databus_driver <= databus;
	end
	assign iocs = 1'b1;
       always_comb begin
		trmt = 1'b0;
		clr_rx_rdy = 1'b0;
        finish = 1'b0;
		start = 1'b0;
		iorw_reg = 1'b0;
		case(state)
			TRANS: begin
				iorw_reg = 1;
				if(rda) begin
					trmt = 1'b1;
					clr_rx_rdy = 1'b1;
				end
				nxt_state = TRANS;
			end
			DONE: begin
				finish =1;
				nxt_state = TRANS;
			end
			default: begin
				start = 1;
				iorw_reg = 1;
				nxt_state = TRANS;
			end
		endcase
       end
endmodule
module lab1_spart(
    input        logic       CLOCK_50,
    input         logic      CLOCK2_50,
    input         logic      CLOCK3_50,
    input         logic      CLOCK4_50,
    output reg   [6:0]  HEX0,
    output reg   [6:0]  HEX1,
    output reg   [6:0]  HEX2,
    output reg   [6:0]  HEX3,
    output reg   [6:0]  HEX4,
    output reg   [6:0]  HEX5,
    input    logic    [3:0]  KEY,
    output		logic   [9:0]		LEDR,
    input    logic    [9:0]  SW,
    input  logic    [35:0]  GPIO
);
wire txd;
wire rxd;
wire iocs;
wire iorw;
wire rda;
wire tbr;
wire [1:0] ioaddr;
wire [7:0] databus;
wire [1:0] br_cfg;
wire rst = ~KEY[0];
assign LEDR = {~rxd,~txd,7'b0,rst};
assign rxd = GPIO[5];
assign br_cfg = SW[9:8];
spart spart0(   .clk(CLOCK_50),
                .rst(rst),
                .br_cfg(br_cfg),
                .iocs(iocs),
                .iorw(iorw),
                .rda(rda),
                .tbr(tbr),
                .ioaddr(ioaddr),
                .databus(databus),
                .txd(txd),
                .rxd(rxd)
            );
driver driver0( .clk(CLOCK_50),
                .rst(rst),
                .iocs(iocs),
                .iorw(iorw),
                .rda(rda),
                .tbr(tbr),
                .ioaddr(ioaddr),
                .databus(databus)
            );
always@(*) begin
	case (br_cfg)
        2'b00 : begin  
            HEX5 = 7'b1111111;
            HEX4 = 7'b1111111;
            HEX3 = 7'b0011001;  
            HEX2 = 7'b0000000;  
            HEX1 = 7'b1000000;  
            HEX0 = 7'b1000000;  
        end
		2'b01 : begin  
            HEX5 = 7'b1111111;
            HEX4 = 7'b1111111;
            HEX3 = 7'b0010000;  
            HEX2 = 7'b0000010;  
            HEX1 = 7'b1000000;  
            HEX0 = 7'b1000000;  
        end
        2'b10 : begin  
            HEX5 = 7'b1111111;
            HEX4 = 7'b1111001;  
            HEX3 = 7'b0010000;  
            HEX2 = 7'b0100100;  
            HEX1 = 7'b1000000;  
            HEX0 = 7'b1000000;  
        end
        2'b11 : begin  
            HEX5 = 7'b1111111;
            HEX4 = 7'b0110000;  
            HEX3 = 7'b0000000;  
            HEX2 = 7'b0011001;  
            HEX1 = 7'b1000000;  
            HEX0 = 7'b1000000;  
        end
        default : begin
            HEX5 = 7'b1111111;
            HEX4 = 7'b1111111;
            HEX3 = 7'b1111111;
            HEX2 = 7'b1111111;
            HEX1 = 7'b1111111;
            HEX0 = 7'b1111111;
        end
    endcase
end
endmodule
module spart(
    input clk,
    input rst,
    input [1:0] br_cfg,
    input iocs,
    input iorw,
    output rda,
    output tbr,
    input [1:0] ioaddr,
    inout [7:0] databus,
    output txd,
    input rxd
    );
    logic [7:0] rx_data, tx_data;
    logic clr_rx_rdy, rx_rdy;
    logic trmt;
    logic tx_done;
    logic [7:0] databus_reg;
    logic [13:0] baud_goal;
    logic finish;
    logic rst_n;
    assign rst_n = ~rst;
 assign baud_goal = (br_cfg == 2'b00) ? 14'd10416 :
                   (br_cfg == 2'b01) ? 14'd5208  :
                   (br_cfg == 2'b10) ? 14'd2604  :
                   (br_cfg == 2'b11) ? 14'd1302  : 14'd10416;
    assign tbr = ioaddr == 2'b00 ? 1'b1 : 1'b0;
    assign rda = rx_rdy;
    assign trmt = tbr;
    assign clr_rx_rdy = ioaddr == 2'b00;
    UART uart_bottom( .clk(clk), .rst_n(rst_n), .RX(rxd), .TX(txd), 
    .rx_rdy(rx_rdy) , .clr_rx_rdy(clr_rx_rdy), .rx_data(rx_data), 
    .trmt(trmt), .tx_data(tx_data), .tx_done(tx_done), .baud_goal(baud_goal));
   always_ff @(posedge clk or negedge rst_n) begin
    if (!rst_n) begin
        tx_data <= 8'b0000_0000;  
    end else if (iorw)begin
        tx_data <=  rx_data;
    end
    end
    always_ff @(posedge clk or negedge rst_n) begin
    if (!rst_n) begin
        databus_reg <= 8'b0000_0000;  
    end else if (rda) begin
        databus_reg <=  rx_data;
    end
    end
    assign databus = iocs ? databus_reg : 8'bzzzz_zzzz;
endmodule
==> flow_summary.ini <==
; synthesis and place-and-route metrics
[floorplan]
die_h_um = 109
ios = 106
die_x_um = 109
core_area_um2 = 11000
fp_util_pct = 31.3
rows = 38
dieArea_um2 = 12000

[layout]
final_util_pct = 35.3
lay_top_cells = 36 x conb_1, 33 x nor2_1, 21 x clkdlybuf4s50_1, 21 x edfxtp_1
final.fill_count = 1081
top_regs = spart0.uart_bottom.iRX.baud_cnt x12, spart0.uart_bottom.iTX.baud_cnt x12
post_route_cells_drive_above_1_share_pct = 10.9
final_common_cell = conb_1
area_delta_synth_final_pct = 12.7

[setup_path]
slowest_stage = clkdlybuf4s50_1
cpPeakStageDelay_ns = 0.57
critPathBufInv = 3
cp_top_family = buffers and inverters
endpoint_kind = output port
crit_arrival_ns = 2.62
worst-path-max-fanout = 11
crit_path_frequent_cell = clkdlybuf4s50_1
ff2ff_setup_slack_ns = 1.44
required_ns = 3.20
crit_type = in2out
cp-start-kind = input port
cp_cell_sequence = clkdlybuf4s50_1, inv_1, ha_1, nor2_4, clkdlybuf4s50_1

[placed_design]
dp_slack_ns = 0.559
gp_congestion = 0.875
dpl.hpwl_um = 3860
port_buffers = 21

[drt]
drt_iter0_markers = 44
drt-pass1-iter-count = 7
vias_per_cell = 4.51
antenna_cells_inserted = 0
dr_total_vias = 2289
drc = 0
wl_um = 6010
avgRoutedWirePerCell_um = 11.8
ant_nets = 0

[logic_synthesis]
edf_count = 21
synthDominantCellAreaShare_pct = 18.2
ys_seq_share_pct = 46.9
synth_area_per_cell_um2 = 9.90
synthFlopType = edfxtp_1
largest_area_cell = edfxtp_1
numSynthFlops = 64
yosysUniqueCellTypes = 52
ys_area_um2 = 3460
async_flop_share_pct = 35.9
syn-cell-area_um2 = 3460
synthCells = 349
yosys_cells = 349
synthTopCellsByArea = edfxtp_1 18%, dfxtp_1 12%, buf_4 10%
yosysWarnings = 6

[clock_network]
htree_levels = 3
cts_buffer_depth = 2
clk_pin_slew_worst_paths_ns = 0.05
clock_latency_ns = 0.32
cts_made_buffers = 9
clock-sinks = 64
postCtsSetupRepairBufs = 0
cts_tree = done
clockRootBuffer = clkbuf_16
cts_hold_buf = 0
cts.repair.resized = 0

[global_route]
grt_use_total_pct = 10.7
antenna_found_initial = 0
grt_max_degree = 25
grt_pass1_wl_um = 10100
grt_pass1_vias = 2032
grt-ovfl-total = 0

[sta]
setup_viol = 0
whs_ns = 0.344
skew_ns = 0.00862
tightest_slew_ns = 0.738
fin_crit_ns = 3.42
timing.final.hold_violations = 0
slew_headroom_pct = 50.8
drv_slew = 0
rsz0062_at_grt = no
timing.fmax_ghz = 0.292
fin_tns_setup_ns = 0
worst_slack_ns = 0.580
min_period_over_period_pct = 85.5

[pwr]
power.density_nw_per_um2 = 475
p_leak_nw = 1.59
vdd_ir_drop_max_uv = 184

[run]
drv_cap = 0
warnings = 81

[worst_hold_path]
hold_class = reg2reg

[run_status]
outcome = completed
-- synth_stat cells, drive strengths merged, types with 2 or more instances --
cell type / instances
xnor2: 6
a31oi: 2
inv: 17
dfrtp: 12
conb: 2
ha: 12
a21oi: 11
dfstp: 11
nor3b: 3
o31a: 7
o211ai: 4
nor4: 2
or2: 7
o31ai: 5
clkbuf: 6
a211oi: 3
nor2: 34
buf: 51
nand3: 3
nor2b: 3
nand2: 20
or4: 3
xor2: 14
o21ai: 18
nor3: 12
dfxtp: 20
mux2i: 2
or3: 7
o21a: 3
and3: 5
nand4: 9
edfxtp: 21
-- cells by family after synthesis --
logic type / share of synthesized area [%]
mux: 0.905
buf+inv: 13.2
simple gates: 17.5
compound gates: 11.9
flops: 46.9
fa+ha+maj: 4.34
other cells: 0.217
xor+xnor: 5.07
-- routing by layer --
metal,GRT usage (%),part of all wire (%),vias to the layer above
li1,-,-,1170
met1,18.2,52,1059
met2,14.8,43,49
met3,1.75,3.9,11
met4,2.00,1.8,0
met5,0,0,-
-- final timing paths --
check / from / endpoint / cells after the start
max in group asynchronous: KEY[0] / spart0.uart_bottom.iTX.tx_shft_reg[8] / 2
min in group asynchronous: KEY[0] / spart0.tx_data[1] / 2
setup reg to reg: spart0.uart_bottom.iRX.baud_cnt[0] / spart0.uart_bottom.iRX.baud_cnt[11] / 8
hold / removal: spart0.uart_bottom.iRX.rx_shft_reg[0] / spart0.tx_data[0] / 0
setup / recovery: SW[8] / HEX4[2] / 5
hold reg to reg: spart0.uart_bottom.iRX.rx_shft_reg[0] / spart0.tx_data[0] / 0
-- power by group --
group	leakage, nW	internal (mW)	total [mW]	switching [mW]
registers	0.628	0.771	0.844	0.0734
logic	0.819	0.135	0.258	0.123
clock network	0.140	0.478	0.748	0.270
total	1.59	1.38	1.85	0.466
-- area by class of cell --
| type | count | area (um^2) | area share [%] |
|---|---|---|---|
| Inverter | 17 | 63.8 | 1.64 |
| Clock buffer | 10 | 229 | 5.88 |
| Clock inverter | 6 | 60.1 | 1.54 |
| Tap cell | 140 | 175 | 4.50 |
| Sequential cell | 64 | 1620 | 41.6 |
| Multi-Input combinational cell | 245 | 1510 | 38.7 |
| Timing Repair Buffer | 25 | 240 | 6.17 |
-- stage by stage --
step,cells,instance area [um^2],power [mW]
6_report,507,3890,1.85
5_1_grt,507,3890,1.95
4_1_cts,507,3890,1.87
3_5_place_dp,491,3610,1.11
3_3_place_gp,491,3610,1.11
2_1_floorplan,383,3580,1.07
Power figures rest on the tool's default switching activity, not on a simulated workload.
